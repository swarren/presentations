**design.v**
```verilog
`timescale 1ns / 1ps
module counter(
	input wire clk,
	input wire do_count,
	input wire increment,
	input wire rst,
	output wire [7:0] leds
);
	reg [7:0] counter;
	always @(posedge clk) begin
		if (~rst) begin
			counter <= 8'h0;
		end else begin
			if (do_count) begin
				if (increment == 1'b1) begin
					counter <= counter + 8'b1;
				end else begin
					counter <= counter - 8'b1;
				end
			end
		end
	end
	assign leds = counter;
endmodule
```
**run.sh**
```bash
#!/bin/bash
# OpenROAD 26Q1-2900-gdf79404cd8, Yosys 0.63+post, stock flow scripts
make -C /OpenROAD-flow-scripts/flow DESIGN_CONFIG=/design/flow/config.mk WORK_HOME=/design/flow/orfs finish
```
**config.mk**
```make
export PLATFORM = sky130hd
export DESIGN_NAME = counter
export DESIGN_NICKNAME = counter
export VERILOG_FILES = /design/flow/design.v
export SDC_FILE = /design/flow/constraint.sdc
export NUM_CORES = 4
export LEC_CHECK = 1
export CORE_AREA = 10 10 78 78
export DIE_AREA = 0 0 88 88
```
**constraint.sdc**
```tcl
current_design counter

set clk_period 2.6
set clk_io_pct 0.2

create_clock -name clk0 -period $clk_period [get_ports {clk}]

set non_clock_inputs [all_inputs -no_clocks]
set_input_delay [expr $clk_period * $clk_io_pct] -clock clk0 $non_clock_inputs
set_output_delay [expr $clk_period * $clk_io_pct] -clock clk0 [all_outputs]
```
==> results.sh <==
# physical design summary
export IMPL_grtUsageMet2_pct=4.56
export IMPL_cap_viol_max_count=0
export IMPL_tightest_slew_ns=0.497
export IMPL_crit_required_ns=2.70
export IMPL_first_pass_iters=4
export IMPL_drive_gt1_share_pct=6.67
export IMPL_fin_worst_skew_ns=0.00293
export IMPL_drv_slew=0
export IMPL_warning_count=25
export IMPL_dr_first_iter_drc_count=28
export IMPL_dieWidth_um=88
export IMPL_clk_pin_slew_ns=0.04
export IMPL_dp_hpwl_um=969
export IMPL_numPortBuffers=11
export IMPL_start_kind="input pin"
export IMPL_ys_types=26
export IMPL_synth_avg_cell_area_um2=9.15
export IMPL_finalCriticalPeriod_ns=2.35
export IMPL_drt_wirelength_per_cell_um=9.89
export IMPL_drt_total_wl_um=1260
export IMPL_synthCells=61
export IMPL_mostFrequentLayoutCell="clkdlybuf4s50_1"
export IMPL_fp_util_pct=12.6
export IMPL_fill_cells=469
export IMPL_drt_antenna_violating_nets=0
export IMPL_vdd_drop_max_v=0.000192
export IMPL_dpl_cell_area_um2=741
export IMPL_grt_use_met3_pct=2.06
export IMPL_grt_pass1_vias=401
export IMPL_yosysWarnings=1
export IMPL_topCellsByArea="dfxtp_1 29%, ha_1 13%, mux2i_1 7.2%"
export IMPL_worstSetupEndpointType="flop"
export IMPL_largest_reg_flops=8
export IMPL_clk_path_buf_depth=2
export IMPL_dp_cells=124
export IMPL_worst_r2r_setup_slack_ns=0.92
export IMPL_ios=12
export IMPL_powerDensity_mw_per_mm2=615
export IMPL_final_cell_mix="11 x clkdlybuf4s50_1, 8 x dfxtp_1, 6 x nand2_1, 6 x ha_1, 4 x mux2i_1"
export IMPL_post_cts_resized=0
export IMPL_grt_setup_unrepaired="false"
export IMPL_via_count=473
export IMPL_core_area_mm2=0.00441
export IMPL_largest_register="counter"
export IMPL_die_area_mm2=0.00774
export IMPL_clk_latency_ns=0.22
export IMPL_yosysTopAreaCellShare_pct=28.7
export IMPL_cts_setup_buffers=0
export IMPL_cp_arrival_ns=2.45
export IMPL_power_uw=481
export IMPL_hp_class="reg -> reg"
export IMPL_antenna_found_initial=0
export IMPL_crit_fanout=7
export IMPL_viasPerCell=3.72
export IMPL_status="complete, no violations"
export IMPL_leakage_nw=0.342
export IMPL_final_seq_area_um2=160
export IMPL_grt_busiest_layer="met2"
export IMPL_yosys_cells=61
export IMPL_top_area_cell="dfxtp_1"
export IMPL_max_freq_mhz=425
export IMPL_grt_max_degree=14
export IMPL_largestRegisters="counter: 8 flops"
export IMPL_drc_errors=0
export IMPL_root_buffer="clkbuf_8"
export IMPL_crit_type="in -> reg"
export IMPL_finalSetupViolations=0
export IMPL_fin_crit_sh_pct=90.4
export IMPL_grt_pass1_wl_um=1870
export IMPL_syn_cell_area_um2=558
export IMPL_numSynthFlops=8
export IMPL_fin_cells=127
export IMPL_place_congestion=0.822
export IMPL_grt_use_total_pct=3.07
export IMPL_synth_seq_area_share_pct=28.7
export IMPL_stdcell_area_um2=782
export IMPL_area_growth_pct=40.1
export IMPL_chipHeight_um=88
export IMPL_max_slew_margin_pct=66.7
export IMPL_cts_sinks=8
export IMPL_combGateArea_um2=383
export IMPL_rows=24
export IMPL_htree_num_levels=1
export IMPL_finalHoldViolCount=0
export IMPL_n_antenna_cell=0
export IMPL_grt_overflow_total=0
export IMPL_holdBufCountCts=0
export IMPL_cts_tree="built"
export IMPL_finalSetupTns_ns=0
export IMPL_ys_chip_area_um2=558
export IMPL_cts_buffers=3
export IMPL_grt_use_met1_pct=3.74
==> critical path, cell delays in order <==
cell and delay (ns):
clkdlybuf4s50_1 0.51, inv_1 0.16, fa_1 0.49, a21o_1 0.18
a21oi_1 0.20, o21ai_0 0.17, nand4b_1 0.12, o211ai_1 0.10
==> metal layers <==
layer	vias up	part of all wire (%)
met5	-	0
met4	0	1.0
met3	2	11
met2	12	43
met1	205	44
li1	254	-
==> power breakdown <==
| part | total, mW | switching, mW | internal [mW] |
|---|---|---|---|
| clock | 0.147 | 0.0465 | 0.100 |
| sequential | 0.160 | 0.0168 | 0.143 |
| combinational | 0.174 | 0.0721 | 0.102 |
==> metrics by stage <==
| step | utilization [%] | worst slack (ns) | hold WS [ns] |
|---|---|---|---|
| 2_1_floorplan | - | 0.625 | 0.430 |
| 3_3_place_gp | 16.8 | 0.00742 | 0.461 |
| 3_5_place_dp | 16.8 | 0.00388 | 0.467 |
| 4_1_cts | 17.7 | 0.235 | 0.477 |
| 5_1_grt | 17.7 | 0.106 | 0.496 |
| 6_report | 17.7 | 0.249 | 0.470 |
==> cell type report <==
cell class	instances	share of cell area, %
sequential	8	20.5
inverter	2	0.960
multi-input combinational	49	49.0
clock buffer	3	5.28
timing repair buffer	13	16.0
tap	52	8.32
==> logic make-up (layout without fill, tap and decap cells) <==
logic type	count (synthesis)	in the layout	share of synthesized area [%]
AND/OR/NAND/NOR	18	18	18.4
AND-OR/OR-AND	15	15	18.2
flip-flops	8	8	28.7
adder cells (fa/ha/maj)	7	7	17.0
XOR/XNOR	5	5	7.85
multiplexers	4	4	7.18
buffers and inverters	4	18	2.69
==> worst paths after layout <==
| check | endpoint | cells after the start | from |
|---|---|---|---|
| worst max register to register | counter[6] | 6 | counter[0] |
| worst max-delay path | counter[6] | 8 | increment |
| worst min-delay path | counter[7] | 2 | counter[7] |
| worst min register to register | counter[7] | 2 | counter[7] |
==> cells in the mapped netlist, drive strengths merged <==
master and n:
buf 1, and2 1, nand2b 1, ha 6, nand4 1, and4b 1
a21o 3, inv 2, xnor2 2, dfxtp 8, o211a 1, nor3 1
o211ai 1, fa 1, clkbuf 1, nand2 6, xor2 3, o21a 2
nor2b 3, a31oi 2, a21oi 3, a31o 1, mux2i 4, nand4b 2
nand3 2, o21ai 2
No activity file was given, so power comes from the tool's default toggle rates.
