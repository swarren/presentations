===== design.v =====
`timescale 1ns / 1ps
module divider(
	input wire clk,
	input wire rst,
	output wire do_count
);
	reg [24:0] counter;
	always @(posedge clk) begin
		if (~rst) begin
			counter <= 0;
		end else begin
			counter <= counter + 1;
		end
	end
	assign do_count = &counter;
endmodule

===== run.sh =====
#!/bin/bash
# OpenROAD 26Q1-2900-gdf79404cd8, Yosys 0.63+post, stock flow scripts
make -C /OpenROAD-flow-scripts/flow DESIGN_CONFIG=/design/flow/config.mk WORK_HOME=/design/flow/orfs finish

===== config.mk =====
export PLATFORM = sky130hd
export DESIGN_NAME = divider
export DESIGN_NICKNAME = divider
export VERILOG_FILES = /design/flow/design.v
export SDC_FILE = /design/flow/constraint.sdc
export NUM_CORES = 4
export LEC_CHECK = 1
export CORE_AREA = 10 10 106 106
export DIE_AREA = 0 0 116 116

===== constraint.sdc =====
current_design divider

set clk_period 3.9
set clk_io_pct 0.2

create_clock -name clk0 -period $clk_period [get_ports {clk}]

set non_clock_inputs [all_inputs -no_clocks]
set_input_delay [expr $clk_period * $clk_io_pct] -clock clk0 $non_clock_inputs
set_output_delay [expr $clk_period * $clk_io_pct] -clock clk0 [all_outputs]

==> run_summary.xml <==
<?xml version="1.0" encoding="UTF-8"?>
<metrics>
  <group name="final_layout">
    <metric name="layout_top_cells_excl_fill_tap" unit="">dfxtp_1 (25), nor2_1 (13), o21ai_0 (10), a21oi_1 (10), xnor2_1 (9)</metric>
    <metric name="registers.top_by_ff_count" unit="">counter</metric>
    <metric name="design_area" unit="um2">1320</metric>
    <metric name="largest_register_ffs" unit="">25</metric>
    <metric name="reg.largest.list" unit="">counter: 25 flops</metric>
    <metric name="final_common_cell" unit="">dfxtp_1</metric>
    <metric name="post_route_cells_drive_above_1_share" unit="">0.0448</metric>
    <metric name="syn_to_final_growth" unit="%">16.6</metric>
  </group>
  <group name="clock_network">
    <metric name="postCtsSetupBuffers" unit="">0</metric>
    <metric name="post_cts_resized" unit="">0</metric>
    <metric name="clk_transition_reported_paths" unit="ns">0.08</metric>
    <metric name="cts_max_level" unit="">1</metric>
    <metric name="clock_tree.buffer_depth" unit="">2</metric>
    <metric name="cts_hold_buffers" unit="">0</metric>
    <metric name="cts_root_buf" unit="">clkbuf_8</metric>
    <metric name="insertion_delay_at_the_late_pin_of_the_worst_skew_pair" unit="ns">0.26</metric>
    <metric name="cts_tree" unit="">yes</metric>
    <metric name="clock_buffer_count_from_cts" unit="">3</metric>
    <metric name="clk_sinks" unit="">25</metric>
  </group>
  <group name="timing">
    <metric name="final_hold_viol_count" unit="">0</metric>
    <metric name="final-setup-viol-count" unit="">0</metric>
    <metric name="post-route-worst-setup-slack" unit="ns">0.917</metric>
    <metric name="clock.fmax" unit="GHz">0.335</metric>
    <metric name="timing_worst_slew_pin_value" unit="ns">0.699</metric>
    <metric name="fin_crit_sh" unit="">0.765</metric>
    <metric name="totalNegativeSetupSlack" unit="ns">0</metric>
    <metric name="timing.final.max_slew_violations" unit="">0</metric>
    <metric name="clock-skew-final" unit="ns">0.00355</metric>
    <metric name="min_period" unit="ns">2.98</metric>
    <metric name="rsz0062_at_grt" unit="">no</metric>
    <metric name="timing.slew.headroom" unit="">0.533</metric>
  </group>
  <group name="placed_design">
    <metric name="preCtsSetupSlack" unit="ns">1.20</metric>
    <metric name="number_of_buffers_inserted_by_port_buffering" unit="">2</metric>
    <metric name="post_dp_hpwl" unit="mm">1.44</metric>
    <metric name="place_congestion" unit="">0.770</metric>
    <metric name="place_area" unit="um2">1270</metric>
  </group>
  <group name="global_route">
    <metric name="antenna_found_initial" unit="">0</metric>
    <metric name="globalRouteOverflowTotal" unit="">0</metric>
    <metric name="grt_start_max_net_pins" unit="">23</metric>
    <metric name="first_global_vias" unit="">848</metric>
    <metric name="grt_pass1_wl" unit="mm">3.70</metric>
    <metric name="global_route_total_usage_across_every_layer" unit="">0.0312</metric>
  </group>
  <group name="logic_synthesis">
    <metric name="yosysSeqAreaShare" unit="">0.443</metric>
    <metric name="top_area_cell" unit="">dfxtp_1</metric>
    <metric name="synth-area-yosys" unit="um2">1130</metric>
    <metric name="synthTopCellsByArea" unit="">dfxtp_1 (44%), xnor2_1 (7.0%), a21oi_1 (4.4%)</metric>
    <metric name="syn-cell-area" unit="um2">1130</metric>
    <metric name="yosysWarnings" unit="">1</metric>
    <metric name="yosysUniqueCellTypes" unit="">28</metric>
    <metric name="synth.top_cell.area_share" unit="">0.443</metric>
    <metric name="synth_flop_count" unit="">25</metric>
    <metric name="netlist_instances" unit="">131</metric>
    <metric name="yosys_cells" unit="">131</metric>
    <metric name="post_synth.cell_area_avg" unit="um2">8.62</metric>
  </group>
  <group name="drt">
    <metric name="drc" unit="">0</metric>
    <metric name="wl" unit="mm">2.06</metric>
    <metric name="ant_nets" unit="">0</metric>
    <metric name="routedWlPerCell" unit="um">8.50</metric>
    <metric name="route.antenna.diode_count" unit="">0</metric>
    <metric name="iter_0_drt_violations" unit="">59</metric>
    <metric name="routed-via-count" unit="">931</metric>
    <metric name="routed_via_density" unit="">3.85</metric>
    <metric name="drt_pass1_iterations" unit="">4</metric>
  </group>
  <group name="setup_path">
    <metric name="cp-start-kind" unit="">register</metric>
    <metric name="worstPathMaxFanout" unit="">10</metric>
    <metric name="wp_data_required" unit="ns">3.12</metric>
    <metric name="slowest_delay" unit="ns">0.50</metric>
    <metric name="critical_path_endpoint_category" unit="">output pin</metric>
    <metric name="timing.critical_path.max_delay_family" unit="">simple AND/OR/NAND/NOR gates</metric>
    <metric name="worst_path_max_delay_cell" unit="">clkdlybuf4s50_1</metric>
    <metric name="timing.setup.critical_path_class" unit="">reg2out</metric>
    <metric name="crit_chain" unit="">ha_1 -&gt; and4_2 -&gt; nand4_1 -&gt; nor3_1 -&gt; clkdlybuf4s50_1</metric>
    <metric name="worstPathArrival" unit="ns">2.20</metric>
    <metric name="path_buffers" unit="">1</metric>
  </group>
  <group name="floorplanning">
    <metric name="floorplan_die_width" unit="um">116</metric>
    <metric name="placeableCoreArea" unit="um2">8850</metric>
    <metric name="floorplan.rows" unit="">34</metric>
    <metric name="floorplan_core_density" unit="">0.128</metric>
    <metric name="die_height" unit="um">116</metric>
    <metric name="design.die.area" unit="um2">13500</metric>
    <metric name="ios" unit="">3</metric>
  </group>
  <group name="power">
    <metric name="peak_ir_drop_on_the_vdd_network" unit="uV">101</metric>
    <metric name="power_density" unit="nW/um2">320</metric>
    <metric name="static-leakage-power" unit="uW">0.000367</metric>
  </group>
  <group name="status">
    <metric name="status" unit="">finished clean</metric>
  </group>
  <group name="flow_run">
    <metric name="drv.max_cap_violation_count" unit="">0</metric>
    <metric name="tool_warnings" unit="">25</metric>
  </group>
  <group name="hold_path">
    <metric name="holdCritPathClass" unit="">reg2reg</metric>
  </group>
</metrics>
[stage by stage]
step,hold slack [ns],util,cells,total power (uW)
finish,0.488,0.149,242,421
global route,0.529,0.149,242,439
CTS,0.489,0.149,242,428
detailed placement,0.477,0.144,238,277
global placement,0.470,0.144,238,277
floorplan,0.454,-,131,274
[worst register-to-register path, cell delays in order (launching register included)]
cell     delay [ns]
dfxtp_1        0.40
nand3_1        0.25
or4_1          0.71
or3_1          0.37
a21oi_1        0.14
[cell type report]
type | count | area, um2
fill | 990 | 7530
multi-input combinational | 98 | 597
sequential | 25 | 500
tap | 108 | 135
clock buffer | 4 | 45.0
timing repair buffer | 2 | 20.0
inverter | 5 | 18.8
[final timing paths]
| path | from | endpoint | slack, ns | cells past startpoint |
|---|---|---|---|---|
| min | counter[24] | counter[24] | 0.49 | 2 |
| max | counter[0] | do_count | 0.92 | 5 |
| max reg2reg | counter[5] | counter[21] | 1.96 | 4 |
| min reg2reg | counter[24] | counter[24] | 0.49 | 2 |
[power breakdown]
group | internal, uW | switching [uW]
logic | 3.39 | 5.92
clock network | 72.9 | 77.6
registers | 258 | 3.92
total | 334 | 87.4
[Yosys cell counts (all sizes together)]
cell,count
nor4,3
o21a,1
xor2,2
ha,1
nand4,6
clkbuf,2
or4,1
o21ai,10
nand2b,1
nand4b,1
nor3,4
and2,3
dfxtp,25
nand3,8
or3,9
buf,1
xnor2,9
o211ai,1
nand2,7
o31ai,1
and4,6
a31oi,1
nor2,13
a21oi,10
inv,5
[metal layers]
layer	GRT usage	vias to the layer above	wire length, um
met5	0	-	0
met4	0.00250	0	28
met3	0.00733	4	116
met2	0.0520	22	876
met1	0.0419	422	1040
li1	-	483	-
[kinds of logic after synthesis]
| logic type | synth area share |
|---|---|
| AOI/OAI and AO/OA | 0.114 |
| xor gates and xnor gates | 0.0854 |
| adders and majority gates | 0.0111 |
| buffers and inverters | 0.0277 |
| DFF | 0.443 |
| and+or+nand+nor | 0.318 |
Power and IR drop assume default switching activity.
